==> flow/design.v <==
module bcdadd(
    input wire [3:0] add1a, add10a, add100a,
    input wire [3:0] add1b, add10b, add100b,
    output wire [15:0] sum
);
wire cin1, cin10, cin100;    
wire [4:0] res1, res10, res100;   
wire [3:0] sum1, sum10, sum100;    
assign res1 = add1a + add1b + 4'd0;       
assign {cin1, sum1} = (res1 > 4'd9)? (res1 + 4'd6) : res1;     
assign res10 = add10a + add10b + cin1;
assign {cin10, sum10} = (res10 > 4'd9)? (res10 + 4'd6) : res10;
assign res100 = add100a + add100b + cin10;
assign {cin100, sum100} = (res100 > 4'd9)? (res100 + 4'd6) : res100;
assign sum = {3'b0, cin100, sum100, sum10, sum1};
endmodule
module bcdunit #(
    parameter BIT = 4'b0    
) (
    input wire bin,      
    input wire [15:0] sum_i,       
    output wire [15:0] sum_o        
);
wire [3:0] add1, add10, add100;         
assign add1 = bin? (
                    (BIT == 4'd4)? 6 :
                    (BIT == 4'd5)? 2 :
                    (BIT == 4'd6)? 4 :
                    (BIT == 4'd7)? 8 : 
                    (BIT == 4'd8)? 6 :
                    (BIT == 4'd9)? 2 : 4'd0   
                    ) : 4'd0;
assign add10 = bin? (
                     (BIT == 4'd4)? 1 :
                     (BIT == 4'd5)? 3 :
                     (BIT == 4'd6)? 6 :
                     (BIT == 4'd7)? 2 : 
                     (BIT == 4'd8)? 5 :
                     (BIT == 4'd9)? 1 : 4'd0   
                    ) : 4'd0;
assign add100 = bin? (
                     (BIT == 4'd4)? 0 :
                     (BIT == 4'd5)? 0 :
                     (BIT == 4'd6)? 0 :
                     (BIT == 4'd7)? 1 : 
                     (BIT == 4'd8)? 2 :
                     (BIT == 4'd9)? 5 : 4'd0   
                    ) : 4'd0;
bcdadd bcdadd01( 
    .add1a (add1),
    .add10a (add10),
    .add100a (add100),
    .add1b (sum_i[3:0]),
    .add10b (sum_i[7:4]),
    .add100b (sum_i[11:8]),
    .sum (sum_o)
);
endmodule
module bin2bcd(
    input wire clk, rstn,
    input wire [10:0] bin,     
    input wire bin_vld,     
    output wire [16:0] bcd,       
    output wire bcd_vld      
);
reg [10:0] din_pipe[5:0];       
reg [15:0] res[6:0];      
wire [9:0] din_abs;      
wire [15:0] sum_pipe[6:0];     
wire [4:0] sum0;    
reg vld_pipe[5:0];       
assign din_abs = (bin_vld)? ((bin[10])? (~bin[9:0] + 'd1) : bin[9:0])       
                            : 10'd0; 
assign sum0 = (din_abs[3:0] > 'd9)? (din_abs[3:0] + 4'd6) : din_abs;
assign sum_pipe[0] = {11'b0, sum0};
generate
    genvar i;
    for (i = 0; i < 6; i = i + 1) begin : gen_bcd
        always @(posedge clk or negedge rstn) begin
            if(!rstn)
                din_pipe[i] <= 'd0;
            else if(i == 0) 
                din_pipe[i] <= {bin[10], din_abs};
            else
                din_pipe[i] <= din_pipe[i-1];  
        end
        always @(posedge clk or negedge rstn) begin
            if(!rstn)
                res[i] <= 'd0;
            else
                res[i] <= sum_pipe[i]; 
        end
        bcdunit #(
            .BIT (i + 4)
        ) bcdunit01(
            .bin (din_pipe[i][i+4]),
            .sum_i (res[i]),
            .sum_o (sum_pipe[i+1])
        );
        always @(posedge clk or negedge rstn) begin
            if(!rstn)
                vld_pipe[i] <= 'd0;
            else if(i == 0)
                vld_pipe[i] <= bin_vld;
            else 
                vld_pipe[i] <= vld_pipe[i-1];
        end
end
endgenerate
assign bcd = vld_pipe[5]?   {din_pipe[5][10], sum_pipe[6]}: 'd0;       
assign bcd_vld = vld_pipe[5];          
endmodule
==> flow/run.sh <==
#!/bin/bash
# OpenROAD 26Q1-2900-gdf79404cd8, Yosys 0.63+post, stock flow scripts
make -C /OpenROAD-flow-scripts/flow DESIGN_CONFIG=/design/flow/config.mk WORK_HOME=/design/flow/orfs finish
==> flow/config.mk <==
export PLATFORM = sky130hd
export DESIGN_NAME = bin2bcd
export DESIGN_NICKNAME = bin2bcd
export VERILOG_FILES = /design/flow/design.v
export SDC_FILE = /design/flow/constraint.sdc
export NUM_CORES = 4
export LEC_CHECK = 1
export CORE_UTILIZATION = 40
==> flow/constraint.sdc <==
current_design bin2bcd

set clk_period 2.9
set clk_io_pct 0.2

create_clock -name clk0 -period $clk_period [get_ports {clk}]

set non_clock_inputs [all_inputs -no_clocks]
set_input_delay [expr $clk_period * $clk_io_pct] -clock clk0 $non_clock_inputs
set_output_delay [expr $clk_period * $clk_io_pct] -clock clk0 [all_outputs]
==> flow_metrics.py <==
# Auto-generated metrics
metrics = {
    "run_status": {
        "run_status": "finished with violations",
        "violations": "negative setup slack",
    },
    "finish": {
        "final_common_cell": "buf_4",
        "fillCellCount": 788,
        "mostFrequentLayoutCells": "buf_4, dfrtp_1, inv_1",
        "stdcell_area_um2": 6760,
        "syn2layout_area_growth_pct": 49.7,
        "layout-drive-gt1-share": 0.428,
    },
    "worst_setup_path": {
        "critPathKind": "reg2out",
        "crit_top_cell": "ha_4",
        "crit_slowest_cell": "dfrtp_1",
        "cp-start-kind": "flip-flop",
        "critPathMaxFanout": 4,
        "cp-end-kind": "output port",
        "cp_data_required_time_ns": 2.32,
        "slowest_delay_ns": 0.41,
        "cp.arrival_ns": 4.37,
        "path_cells": "ha_4 > ha_4 > inv_4 > ha_4 > nand2b_4 > mux2_4 > fa_2 > nand3b_1 > xnor2_2 > nand2_1 > o311ai_4 > fa_2 > inv_2 > ha_4 > xor2_4 > inv_1 > ha_2 > inv_2 > ha_4 > buf_6 > nand3b_1 > o21ai_1 > buf_2",
    },
    "routing": {
        "drcViolationCount": 0,
        "vias": 3414,
        "n_antenna_cell": 0,
        "postRouteAntennaNets": 0,
        "drt_wl_total_mm": 8.41,
        "drt-initial-drc-count": 115,
        "vias_per_cell": 4.89,
        "firstDrtPassIters": 4,
        "wl_per_cell_um": 12.1,
    },
    "sta": {
        "tightestPinTransition_ns": 0.522,
        "min_period_over_period": 1.71,
        "max_freq_mhz": 202,
        "finalHoldViolations": 0,
        "finalClockSkew_ns": 0.00528,
        "setup_viol": 25,
        "fin_crit_ns": 4.95,
        "rsz0062_at_grt": "true",
        "slew_viol_final": 0,
        "tns_ns": -18.68,
        "relSlewSlack": 0.652,
        "setup_ws_ns": -2.05,
    },
    "clock_network": {
        "cts_buffers": 9,
        "cts.sinks": 81,
        "clkLatencyLatePin_ns": 0.33,
        "htreeDepth": 3,
        "root_buffer": "clkbuf_16",
        "cts_tree": "yes",
        "cts.path.max_buffers": 2,
        "clk_pin_slew_worst_paths_ns": 0.06,
    },
    "synth": {
        "top_cell_area_share": 0.449,
        "ys_seq_elements": 81,
        "syn_inst": 412,
        "yosys.area_share.simple": 0.111,
        "top_area_cell": "dfrtp_1",
        "top_logic_kind": "adder cells",
        "synth.distinct_cells": 60,
        "aoi_share": 0.133,
        "async_flop_share": 1.00,
        "ys_seq_share": 0.449,
        "synth_top_flop_cell": "dfrtp_1",
        "ys_sh_adder": 0.173,
        "area_leaders": "dfrtp_1, ha_1, fa_1",
        "synth_area_um2": 4510,
        "ys_chip_area_um2": 4510,
        "avgSynthCellArea_um2": 11.0,
        "xor_share": 0.0505,
        "yosysCellCount": 412,
        "yosys_warnings": 7,
        "mux_area_frac": 0.0302,
        "edf_count": 0,
    },
    "global_route": {
        "grt-ovfl-total": 0,
        "grtUsageTotal": 0.164,
        "grt_antenna_before_repair": 0,
        "grt_pass1_vias": 3457,
        "grt_pass1_wl_mm": 15.0,
        "grt_max_degree": 42,
    },
    "power": {
        "power_leakage_nw": 3.16,
        "ir_drop_uv": 910,
        "power_per_cell_area_nw_per_um2": 1130,
        "p_seq_frac": 0.212,
        "switching_power_mw": 2.87,
        "power.share.switching": 0.375,
        "internal-power_mw": 4.78,
        "power_frac_comb": 0.636,
        "clkPwrFrac": 0.152,
    },
    "hold_path": {
        "hp-class": "in2async",
    },
    "place": {
        "numPortBuffers": 28,
        "gp_congestion": 0.839,
        "hpwl_mm": 5.65,
        "placed_area_um2": 5810,
    },
    "floorplanning": {
        "core_um2": 10900,
        "dieWidth_um": 108,
        "io_pins": 32,
        "num_rows": 38,
        "chip_area_um2": 11700,
        "initial_core_util": 0.413,
        "die_h_um": 108,
    },
    "flow_run": {
        "maxCapViolCount": 0,
        "warning_count": 32,
    },
}
-- sequential cells by signal, indices dropped and copies added, names as in the netlist --
signal and cells:
res 42, din_pipe 33, vld_pipe 6
-- what timing repair did --
action	4_1_cts	5_1_grt
hold buffers	0	0
gates resized	89	27
pin swaps	42	23
gates cloned	0	0
setup endpoints to repair	26	31
setup buffers	37	13
-- worst paths after layout --
kind / start / to / slack [ns] / depth (start not counted)
max: din_pipe[5][9]$_DFF_PN0_ / bcd[9] / -2.05 / 23
min: rstn / res[5][6]$_DFF_PN0_ / 0.20 / 1
max reg2reg: din_pipe[4][8]$_DFF_PN0_ / res[5][9]$_DFF_PN0_ / -0.87 / 18
min reg2reg: din_pipe[4][9]$_DFF_PN0_ / din_pipe[5][9]$_DFF_PN0_ / 0.35 / 0
max in group asynchronous: rstn / din_pipe[2][6]$_DFF_PN0_ / 2.00 / 2
min in group clk0: din_pipe[4][9]$_DFF_PN0_ / din_pipe[5][9]$_DFF_PN0_ / 0.35 / 0
-- final cells by class --
class	count	area [um2]	share of cell area
clock inverters	7	83.8	0.0124
multi-input cells	273	2910	0.430
inverters	53	209	0.0309
well taps	140	175	0.0259
clock buffers	9	225	0.0333
repair buffers	135	1130	0.167
flip-flops and latches	81	2030	0.300
-- cell usage after synthesis (all sizes together) (2+ instances only) --
cell type  count
a31o           2
a21o           6
xnor2         16
nand2         24
nor3           4
inv           53
o41ai          2
dfrtp         81
a211oi         2
o21bai         2
a21oi          8
and3           3
a22oi          2
nand3         10
and2          12
mux2           5
a31oi          5
nor2          14
fa            14
xor2          10
nand3b         3
or4            2
ha            40
mux2i          8
o21ai         25
a32oi          4
clkbuf         3
or3b           3
o31ai         10
nand2b         6
nor2b          6
o22ai          2
o21a           2
buf            4
-- worst max-delay path: cells and delay by family (launching register included) --
| family | cells | cell delay, ns |
|---|---|---|
| muxes | 1 | 0.27 |
| and+or+nand+nor | 4 | 0.64 |
| buffers and inverters | 6 | 0.40 |
| adders and majority gates | 8 | 1.67 |
| xor gates and xnor gates | 2 | 0.43 |
| AOI/OAI and AO/OA | 2 | 0.21 |
| DFF | 1 | 0.41 |
-- power groups by stage --
stage     registers [mW]  clock network, mW  logic, mW
4_1_cts             1.62               1.19       4.53
5_1_grt             1.66               1.25       5.35
6_report            1.62               1.16       4.87
-- layer usage --
metal | part of all wire | track usage | vias to the layer above | wire, um
li1 | - | - | 1705 | -
met1 | 0.48 | 0.242 | 1660 | 4010
met2 | 0.48 | 0.269 | 40 | 4050
met3 | 0.030 | 0.0337 | 9 | 254
met4 | 0.012 | 0.0166 | 0 | 101
met5 | 0 | 0 | - | 0
-- stage by stage --
step	setup WS (ns)	cells	power (mW)	utilization	hold slack [ns]
after global routing	-2.27	698	8.26	0.618	0.240
final	-2.05	698	7.65	0.618	0.205
after CTS	-2.10	694	7.34	0.605	0.222
after global placement	-1.87	643	5.29	0.531	0.331
after floorplan	-1.36	414	3.95	-	0.284
after detailed placement	-2.00	643	5.32	0.531	0.335
-- kinds of logic after synthesis --
kind of cell	after synthesis
compound gates	84
xor+xnor	26
fa+ha+maj	54
buf+inv	60
flops	81
mux	13
other cells	1
simple gates	93
Power figures rest on the tool's default switching activity, not on a simulated workload.
